<file path="flow/design.v">
module FFT (
  input clk,
  input rst,
  input uart_rxd,
  output reg [35:0] uart_txd
  );
  reg [2:0] state = 3'b000;
  reg [41:0] bf1_input = 42'b000000000000000000000000000000000000000000;
  reg [41:0] bf2_input = 42'b000000000000000000000000000000000000000000;
  reg [41:0] bf3_input = 42'b000000000000000000000000000000000000000000;
  reg [41:0] bf4_input = 42'b000000000000000000000000000000000000000000;
  reg [35:0] bf1_buffer = 36'b000001010000000000000000000000000000;
  reg [35:0] bf2_buffer = 36'b000001010000000000000000000000000000;
  reg [35:0] bf3_buffer = 36'b000001010000000000000000000000000000;
  reg [35:0] bf4_buffer = 36'b000001010000000000000000000000000000;
  wire [35:0] bf1_output;
  wire [35:0] bf2_output;
  wire [35:0] bf3_output;
  wire [35:0] bf4_output;
  butterfly bf1(bf1_input[41:40], bf1_input[39], bf1_input[38:37], bf1_input[36], bf1_input[35:27], bf1_input[26:18], bf1_input[17:9], bf1_input[8:0], bf1_output[35:27], bf1_output[26:18], bf1_output[17:9], bf1_output[8:0]);
  butterfly bf2(bf2_input[41:40], bf2_input[39], bf2_input[38:37], bf2_input[36], bf2_input[35:27], bf2_input[26:18], bf2_input[17:9], bf2_input[8:0], bf2_output[35:27], bf2_output[26:18], bf2_output[17:9], bf2_output[8:0]);
  butterfly bf3(bf3_input[41:40], bf3_input[39], bf3_input[38:37], bf3_input[36], bf3_input[35:27], bf3_input[26:18], bf3_input[17:9], bf3_input[8:0], bf3_output[35:27], bf3_output[26:18], bf3_output[17:9], bf3_output[8:0]);
  butterfly bf4(bf4_input[41:40], bf4_input[39], bf4_input[38:37], bf4_input[36], bf4_input[35:27], bf4_input[26:18], bf4_input[17:9], bf4_input[8:0], bf4_output[35:27], bf4_output[26:18], bf4_output[17:9], bf4_output[8:0]);
  always @(posedge clk) begin
    case (state)
      3'b000: begin
        bf1_input <= 42'b000000000000000000000000000000000000000000;
        bf2_input <= 42'b000000000000000000000000000000000000000000;
        bf3_input <= 42'b000000000000000000000000000000000000000000;
        bf4_input <= 42'b000000000000000000000000000000000000000000;
        bf1_buffer <= 36'b000001010000000000000000000000000000;
        bf2_buffer <= 36'b000001010000000000000000000000000000;
        bf3_buffer <= 36'b000001010000000000000000000000000000;
        bf4_buffer <= 36'b000001010000000000000000000000000000;
        state <= 3'b001;
        end
      3'b001: begin
        bf1_input <= {6'b100000, bf1_buffer};
        bf2_input <= {6'b100000, bf2_buffer};
        bf3_input <= {6'b100000, bf3_buffer};
        bf4_input <= {6'b100000, bf4_buffer};
        state <= 3'b010;
        end
      3'b010: begin
        bf1_input <= {6'b100000, bf1_output[35:18], bf2_output[35:18]};
        bf2_input <= {6'b000101, bf1_output[17:0], bf2_output[17:0]};
        bf3_input <= {6'b100000, bf3_output[35:18], bf4_output[35:18]};
        bf4_input <= {6'b000101, bf3_output[17:0], bf4_output[17:0]};
        state <= 3'b011;
        end
      3'b011: begin
        bf1_input <= {6'b100000, bf1_output[35:18], bf3_output[35:18]};  
        bf2_input <= {6'b010011, bf2_output[35:18], bf4_output[35:18]};  
        bf3_input <= {6'b000101, bf1_output[17:0], bf3_output[17:0]};    
        bf4_input <= {6'b011011, bf2_output[17:0], bf4_output[17:0]};    
        state <= 3'b111;
        end
      default: begin
        bf1_input <= 42'b000000000000000000000000000000000000000000;
        bf2_input <= 42'b000000000000000000000000000000000000000000;
        bf3_input <= 42'b000000000000000000000000000000000000000000;
        bf4_input <= 42'b000000000000000000000000000000000000000000;
        state <= 3'b001;
      end
    endcase
    bf1_buffer <= bf1_output;
    bf2_buffer <= bf2_output;
    bf3_buffer <= bf3_output;
    bf4_buffer <= bf4_output;
    uart_txd <= bf1_buffer ^ bf2_buffer ^ bf3_buffer ^ bf4_buffer;
  end
endmodule
module butterfly
  (
  input unsigned [1:0]  i_w_re_mag,
  input wire            i_w_re_neg,
  input unsigned [1:0]  i_w_im_mag,
  input wire            i_w_im_neg,
  input signed [8:0]    i_xa_re,
  input signed [8:0]    i_xa_im,
  input signed [8:0]    i_xb_re,
  input signed [8:0]    i_xb_im,
  output signed [8:0]   o_ya_re,
  output signed [8:0]   o_ya_im,
  output signed [8:0]   o_yb_re,
  output signed [8:0]   o_yb_im
  );
  wire signed [8:0] re1;
  wire signed [8:0] re2;
  wire signed [8:0] im1;  
  wire signed [8:0] im2;
  multiply m0(i_xb_re, i_w_re_mag, i_w_re_neg, re1);
  multiply m1(i_xb_re, i_w_im_mag, i_w_im_neg, im1);
  multiply m2(i_xb_im, i_w_re_mag, i_w_re_neg, im2);
  multiply m3(i_xb_im, i_w_im_mag, i_w_im_neg, re2);
  assign o_ya_re = i_xa_re + re1 + re2;
  assign o_ya_im = i_xa_im + im1 + im2;
  assign o_yb_re = i_xa_re - re1 - re2;
  assign o_yb_im = i_xa_im - im1 - im2;
endmodule
module multiply
  (
  input signed [8:0]      i_factor,
  input [1:0]             i_mag,
  input wire              i_neg,
  output reg signed [8:0] o_res
  );
  wire signed [8:0] w_abs = i_factor[8] ? -i_factor : i_factor;
  always @(*) begin
    case (i_mag)
      2'b00:
        o_res = 9'b000000000;
      2'b01:
        o_res = i_neg^i_factor[8] ? -({2'b00, w_abs[7:1]} + {4'b0000, w_abs[7: 3]} + {5'b00000, w_abs[7: 4]} + {7'b0000000, w_abs[7:6]} + {8'b00000000, w_abs[7]})
                       : {2'b00, w_abs[7:1]} + {4'b0000, w_abs[7: 3]} + {5'b00000, w_abs[7: 4]} + {7'b0000000, w_abs[7:6]} + {8'b00000000, w_abs[7]};
      default:
        o_res = i_neg ? -i_factor : i_factor;
    endcase
  end
endmodule
</file>
<file path="flow/run.sh">
#!/bin/bash
# OpenROAD 26Q1-2900-gdf79404cd8, Yosys 0.63+post, stock flow scripts
make -C /OpenROAD-flow-scripts/flow DESIGN_CONFIG=/design/flow/config.mk WORK_HOME=/design/flow/orfs finish
</file>
<file path="flow/config.mk">
export PLATFORM = sky130hd
export DESIGN_NAME = FFT
export DESIGN_NICKNAME = FFT
export VERILOG_FILES = /design/flow/design.v
export SDC_FILE = /design/flow/constraint.sdc
export NUM_CORES = 4
export LEC_CHECK = 1
export CORE_UTILIZATION = 30
</file>
<file path="flow/constraint.sdc">
current_design FFT

set clk_period 10.4
set clk_io_pct 0.2

create_clock -name clk0 -period $clk_period [get_ports {clk}]

set non_clock_inputs [all_inputs -no_clocks]
set_input_delay [expr $clk_period * $clk_io_pct] -clock clk0 $non_clock_inputs
set_output_delay [expr $clk_period * $clk_io_pct] -clock clk0 [all_outputs]
</file>
==> results.rst <==
Physical design figures
=======================

.. list-table::
   :header-rows: 1

   * - Metric
     - Value
   * - FP Rows
     - 102
   * - Minimum setup slack among reg-to-reg paths
     - 2.62 ns
   * - Mapped Cells
     - 2650
   * - Latest clock arrival within the worst-skew pair
     - 0.57 ns
   * - Worst r2r src
     - bf4_input[1]
   * - Leakage power
     - 10.5 nW
   * - Worst vdd rail ir drop
     - 114 uV
   * - Ys cells
     - 2650
   * - Fraction of final layout cells with drive strength greater than 1
     - 4.90%
   * - Area share of the largest cell type after synthesis
     - 28.0%
   * - Worst rel slew slack
     - 46.2%
   * - Layout Skew
     - 0.0244 ns
   * - Overall Power
     - 0.00277 W
   * - Unrepaired setup endpoints after global routing
     - false
   * - Data required time of the critical path
     - 10.86 ns
   * - Final worst hold slack
     - 0.466 ns
   * - P&R area growth vs syn
     - 12.0%
   * - Final setup fails
     - 0
   * - PwrDens
     - 104 nW/um2
   * - Detail Route Antenna Nets
     - 0
   * - Detail Placement HPWL
     - 49700 um
   * - Critical path class
     - reg -> reg
   * - Ys Warns
     - 2
   * - Vertical die dimension
     - 283 um
   * - Number of distinct library cells after synthesis
     - 72
   * - Detailed-router iteration count before antenna repair
     - 5
   * - Number of logged tool warnings
     - 86
   * - R2R depth
     - 30
   * - Antenna diodes
     - 0
   * - CP Capture Type
     - flip-flop
   * - Chip Area
     - 80000 um2
   * - Max-slew violations
     - 0
   * - Post-cts repair resize count
     - 0
   * - Seq/Total Area, Yosys
     - 28.0%
   * - Most used flip-flop cell
     - sky130_fd_sc_hd__dfxtp_1
   * - Reported max-cap violation count
     - 0
   * - Critical path fanouts, max
     - 7
   * - Largest net degree at the start of global routing
     - 59
   * - Depth of the CTS H-tree
     - 2
   * - TritonCTS clock tree
     - done
   * - Critical register-to-register path endpoint
     - bf3_input[8]
   * - Max stage delay on crit path
     - 0.64 ns
   * - Vias in the first global route
     - 17431
   * - Placed Instance Area
     - 25100 um2
   * - CP max-delay cell
     - sky130_fd_sc_hd__nor3b_1
   * - Outcome
     - complete, no violations
   * - Hold path startpoint
     - bf3_buffer[23]
   * - Number of hold-slack violations in the final timing report
     - 0
   * - Fraction of the core area occupied by cells at floorplan
     - 30.5%
   * - Mapped Area
     - 23700 um2
   * - Vias per inst
     - 4.70
   * - Number of hold-repair buffers added at the cts stage
     - 0
   * - Post-CTS setup repair buffer count
     - 0
   * - Tally of buffers added on design ports
     - 36
   * - Post-route fraction of the period consumed by the critical path
     - 74.8%
   * - Async set or reset register ratio after synthesis
     - 0%
   * - Path type of the worst min-delay path
     - reg -> reg
   * - Register cell area after layout
     - 6640 um2
   * - Area inside the core boundary
     - 77700 um2
   * - Largest area contributor in the synthesized netlist
     - sky130_fd_sc_hd__dfxtp_1
   * - Root Buffer
     - sky130_fd_sc_hd__clkbuf_16
   * - GRT Overall Usage
     - 16.8%
   * - Post-route design area
     - 26500 um2
   * - Crit path setup slack, layout
     - 2.62 ns
   * - Main area contributors after synthesis
     - sky130_fd_sc_hd__dfxtp_1 (28%), sky130_fd_sc_hd__ha_1 (11%), sky130_fd_sc_hd__fa_1 (11%)
   * - Final weighted congestion in routability-driven placement
     - 0.945
   * - Grt ovf
     - 0
   * - Maximum clock path buffer count
     - 3
   * - Synthesized area per cell
     - 8.93 um2
   * - Total number of clock tree sinks
     - 331
   * - Worst Max-Slew Pin Slew
     - 0.807 ns
   * - Minimum period implied by the final worst setup slack
     - 7.78 ns
   * - First-pass GRT wire length
     - 102000 um
   * - Count of routing violations after the opening detailed-route iteration
     - 1069
   * - Synthesis-stage register bit count
     - 331
   * - I/O pin count
     - 39
   * - Critical path startpoint
     - bf4_input[1]
   * - Combined area of the multi-input logic cells
     - 15400 um2
   * - Number of filler cells placed in the layout
     - 7839
   * - Flip-flops with a built-in enable
     - 0
   * - WL/cell
     - 17.4 um
   * - Summed negative setup slack over all endpoints
     - 0 ns
   * - TritonCTS buffer count
     - 38
   * - Initial antenna violation count
     - 0
   * - Fmax
     - 0.129 GHz
   * - Arr. time, crit path
     - 8.24 ns
   * - Dominant cell type by count on the critical path
     - sky130_fd_sc_hd__inv_1
   * - Setup crit end
     - bf3_input[8]
   * - CP startpoint kind
     - flip-flop
   * - Via count
     - 17447
   * - Total length of routed wires
     - 64500 um
   * - Final routed DRC violation total
     - 0
   * - CTS clock-pin slew for the worst setup and hold paths
     - 0.06 ns
   * - Die W
     - 283 um
   * - Placement Setup Slack
     - 2.68 ns
   * - Yosys Chip Area
     - 23700 um2
[registers in the layout, summed over array words and instances, names as in the netlist]
| name | count |
|---|---|
| bf4_buffer | 36 |
| bf3_input | 37 |
| bf2_input | 37 |
| bf4_input | 39 |
| uart_txd | 36 |
| state | 2 |
| bf3_buffer | 36 |
| bf1_input | 36 |
| bf1_buffer | 36 |
| bf2_buffer | 36 |
[stage by stage]
step,util (%),cells
floorplan,-,2650
global placement,32.3,3644
detailed placement,32.3,3644
CTS,34.1,3711
global route,34.1,3711
finish,34.1,3711
[critical path: cells and delay by family (launching register included)]
kind,cells,cell delay [ns]
compound gates,4,0.73
xor+xnor,6,1.71
fa+ha+maj,7,2.51
buf+inv,5,0.38
flops,1,0.38
simple gates,8,1.95
[logic make-up after synthesis]
kind of cell | synth area share (%)
AND-OR/OR-AND | 14.8
XOR/XNOR | 14.6
adder cells (fa/ha/maj) | 21.3
buffers and inverters | 7.23
flip-flops | 28.0
multiplexers | 3.16
AND/OR/NAND/NOR | 10.8
[Yosys cell counts, drive strengths merged, types with 27 or more instances]
cell and count:
inv 347, dfxtp 331, xnor2 249, nand2 234, ha 202, nor2 154, fa 126, xor2 124
a21oi 116, o21ai 116, clkbuf 82, mux2i 59, a22oi 54, a22o 42, a21o 36, o21bai 35
nand2b 28, o21a 27, or3 27
[layout make-up]
cell class	count	share of cell area, %
flip-flops and latches	331	25.0
repair buffers	57	1.95
well taps	1040	4.91
multi-input cells	1866	57.9
clock buffers	52	4.28
inverters	350	4.95
clock inverters	15	0.967
[worst min-delay path by stage]
stage	endpoint	cells after the start	slack (ns)
6_report	bf3_input[23]	2	0.47
5_1_grt	bf3_input[23]	2	0.48
4_1_cts	bf3_input[23]	2	0.47
[layout by cell type (no fill, tap or decap), types with 27 or more instances in the layout]
| master | n |
|---|---|
| sky130_fd_sc_hd__nand2_1 | 234 |
| sky130_fd_sc_hd__nand2b_1 | 27 |
| sky130_fd_sc_hd__nor2_1 | 153 |
| sky130_fd_sc_hd__fa_1 | 126 |
| sky130_fd_sc_hd__a22oi_1 | 54 |
| sky130_fd_sc_hd__ha_1 | 202 |
| sky130_fd_sc_hd__a21oi_1 | 116 |
| sky130_fd_sc_hd__mux2i_1 | 59 |
| sky130_fd_sc_hd__xor2_1 | 124 |
| sky130_fd_sc_hd__xnor2_1 | 247 |
| sky130_fd_sc_hd__or3_1 | 27 |
| sky130_fd_sc_hd__clkdlybuf4s50_1 | 36 |
| sky130_fd_sc_hd__a22o_1 | 42 |
| sky130_fd_sc_hd__o21a_1 | 27 |
| sky130_fd_sc_hd__dfxtp_1 | 327 |
| sky130_fd_sc_hd__o21ai_0 | 115 |
| sky130_fd_sc_hd__o21bai_1 | 35 |
| sky130_fd_sc_hd__clkbuf_16 | 40 |
| sky130_fd_sc_hd__a21o_1 | 36 |
| sky130_fd_sc_hd__inv_1 | 344 |
[layer usage]
metal  routed length, um  track usage, %  share of wire [%]
met5                   0               0                  0
met4                2000            4.23                3.1
met3                3720            3.05                5.8
met2               29800            26.8                 46
met1               29000            23.9                 45
[power by group]
group | switching [W] | internal (W)
Clock | 0.000566 | 0.000937
Combinational | 0 | 0
Sequential | 0 | 0.00127
Total | 0.000566 | 0.00220
Power and IR drop assume default switching activity.
