File: flow/run.sh
#!/bin/bash
# OpenROAD 26Q1-2900-gdf79404cd8, Yosys 0.63+post, stock flow scripts
make -C /OpenROAD-flow-scripts/flow DESIGN_CONFIG=/design/flow/config.mk WORK_HOME=/design/flow/orfs finish
File: flow/config.mk
export PLATFORM = sky130hd
export DESIGN_NAME = uart_rx
export DESIGN_NICKNAME = uart_rx
export VERILOG_FILES = /design/flow/design.v
export SDC_FILE = /design/flow/constraint.sdc
export NUM_CORES = 4
export LEC_CHECK = 1
export CORE_UTILIZATION = 30
File: flow/constraint.sdc
current_design uart_rx

set clk_period 5.1
set clk_io_pct 0.2

create_clock -name clk0 -period $clk_period [get_ports {i_clk}]

set non_clock_inputs [all_inputs -no_clocks]
set_input_delay [expr $clk_period * $clk_io_pct] -clock clk0 $non_clock_inputs
set_output_delay [expr $clk_period * $clk_io_pct] -clock clk0 [all_outputs]
File: flow/design.v
module uart_rx
    #(parameter TICKS_PER_BIT = 128)
    (
    input         i_clk,
    input         i_rx_serial,
    output        o_rx_flag,
    output [15:0] o_rx_byte
    );
    parameter s_IDLE  = 3'b000;
    parameter s_START = 3'b001;
    parameter s_DATA  = 3'b010;
    parameter s_STOP  = 3'b011;
    parameter s_DONE  = 3'b100;
    reg r_data_r = 1'b1;
    reg r_data   = 1'b1;
    reg [15:0] r_clk_count = 0;
    reg [3:0]  r_write_idx = 0;
    reg [15:0] r_byte      = 0;
    reg        r_flag      = 1;
    reg [2:0]  r_state     = 0;
    always @(posedge i_clk)
      begin
        r_data_r <= i_rx_serial;
        r_data   <= r_data_r;
      end
    always @(posedge i_clk)
      begin
        case (r_state)
          s_IDLE:
            begin
              r_flag   <= 1'b1;
              r_clk_count <= 0;
              r_write_idx <= 0;
              if (r_data == 1'b0)
                r_state <= s_START;
              else
                r_state <= s_IDLE;
            end
          s_START:
            begin
              if (r_clk_count == (TICKS_PER_BIT-1)/2)
                begin
                  if (r_data == 1'b0)
                    begin
                      r_clk_count <= 0;
                      r_state <= s_DATA;
                    end
                  else
                    r_state <= s_IDLE;
                end
              else
                begin
                  r_clk_count <= r_clk_count;
                  r_state <= s_START;
                end
            end
          s_DATA:
            begin
              if (r_clk_count < TICKS_PER_BIT-1)
                begin
                  r_clk_count <= r_clk_count + 1;
                  r_state = s_DATA;
                end
              else
                begin
                  r_clk_count <= 0;
                  r_byte[r_write_idx] <= r_data;
                  if (r_write_idx < 7)
                    begin
                      r_write_idx <= r_write_idx + 1;
                      r_state <= s_DATA;
                    end
                  else
                    begin
                      r_write_idx = 0;
                      r_state <= s_STOP;
                    end
                end
            end
          s_STOP:
            begin
              if (r_clk_count < TICKS_PER_BIT-1)
                begin
                  r_clk_count <= r_clk_count + 1;
                  r_state <= s_STOP;
                end
              else
                begin
                  r_flag <= 1'b0;
                  r_clk_count <= 0;
                  r_state <= s_DONE;
                end
            end
            s_DONE:
              begin
                r_flag <= 1'b1;
                r_state <= s_IDLE;
              end
          default:
            r_state <= s_IDLE;
        endcase
      end
    assign o_rx_flag = r_flag;
    assign o_rx_byte = r_byte;
endmodule
==> reports/qor.rpt <==
====================================================================================================
Effective utilization at floorplan                                                             0.313
Cell area after layout                                                                  0.00240 mm^2
Max-slew headroom at the worst pin                                                             0.594
Count of antenna-violating nets left after detailed routing                                        0
Synth unique cells                                                                                39
Total detailed-routing wirelength                                                            3310 um
Summed standard-cell area reported by yosys                                             0.00200 mm^2
Initial antenna violation count                                                                    0
Part of the Yosys area used for sequential elements                                            0.606
Total power per unit cell area                                                           247 mW/mm^2
Count of state elements after synthesis                                                           42
Sum of negative setup slack                                                                     0 ns
Post-Layout Cell Count                                                                           273
Crit Path Max Fanout                                                                              13
Transition time at the pin with the least slew margin                                       0.605 ns
Post-synthesis instance area                                                            0.00200 mm^2
Total routing usage reported by global routing                                                 0.107
Number of cells in Yosys stat                                                                    164
Wire per inst                                                                                12.1 um
Worst IR drop on VDD                                                                        0.141 mV
DRC errors left                                                                                    0
Number of logged tool warnings                                                                    29
Global route total overflow                                                                        0
Placed standard-cell area                                                               0.00230 mm^2
Mean instance size in the synthesized netlist                                              12.2 um^2
Proportion of layout cells with a drive suffix above 1                                        0.0918
TritonRoute pass-1 iters                                                                           4
Worst R2R Path Depth                                                                               6
Number of warning messages in the yosys log                                                        1
RSZ-0062 raised after global routing                                                              no
# Post-CTS Setup Buffers                                                                           0
Die extent in x                                                                              83.6 um
Most frequent logic cells in the routed design                                          edfxtp_1, o21ai_0, nor2_1, clkdlybuf4s50_1, conb_1
Most Crowded Layer GR                                                                           met1
Final Max Tran Viols                                                                               0
Global-route track usage on met2                                                               0.163
Y dimension of the die                                                                       83.6 um
H-tree lvl count                                                                                   2
Detailed-route via count                                                                        1334
Buffers on Ports                                                                                  18
Count of flip-flops with a built-in enable after synthesis                                        37
Maximum buffer depth of the clock tree                                                             2
Time the worst path needs with I/O delays and setup                                          2.26 ns
Kind of critical path                                                                   register to register
Core Area                                                                               0.00639 mm^2
Clock-pin slew reported for the worst setup and hold paths after clock tree synthesis        0.08 ns
Endpoints failing setup                                                                            0
Critical path launch point type                                                             register
Full die area                                                                           0.00699 mm^2
Worst setup startpoint                                                                  r_write_idx[0]
Worst hold-check path type                                                              register to register
Cell chosen for the clock root                                                              clkbuf_8
Total antenna diodes in the routed design                                                          0
Pin count of the biggest net entering global routing                                              17
Grt met1 use                                                                                   0.166
Number of endpoints with negative hold slack in the final report                                   0
Clock tree from TritonCTS                                                                        yes
Vias per Instance                                                                               4.89
Worst hold slack                                                                            0.333 ns
Reg2Reg Launch Point                                                                    r_write_idx[0]
Sum of internal, switching and leakage power                                                0.592 mW
Number of placed I/O pins                                                                         19
Fmax                                                                                         442 MHz
Most frequent logic cell in the layout                                                      edfxtp_1
Dpl cells                                                                                        265
Fraction of registers with async set/reset                                                         0
Hold path endpoint                                                                            r_data
Vias in the first global route                                                                  1299
Status                                                                                     completed
Data required time of the critical path                                                      5.15 ns
Utilization of the core after routing                                                          0.375
TritonCTS Buffers                                                                                  5
Commonest register cell after synthesis                                                     edfxtp_1
Register-to-register path setup slack                                                        2.84 ns
Violation count after the first detailed-route iteration                                          55
Setup crit end kind                                                                         register
Fin crit share                                                                                 0.444
Pleak                                                                                       0.807 nW
Final weighted congestion of routability-driven global placement                               0.821
Num Clock Sinks                                                                                   42
Core Rows                                                                                         29
Maximum clock skew at final layout                                                        0.00784 ns
End of the worst register-to-register path                                                 r_byte[8]
Worst hold path startpoint                                                                  r_data_r
Dpl ws                                                                                       2.83 ns
Maxcap violations                                                                                  0
Min setup slack post-route                                                                   2.84 ns
Later-pin clock latency in the skew report                                                   0.30 ns
Count of mapped cells out of synthesis                                                           164
Cell depth of the worst hold path                                                                  0
Global-route wire length before repair                                                       5880 um
Post_cts resized                                                                                   0
Half-perimeter wire length of the detailed placement result                                  2330 um
Crit path DAT                                                                                2.32 ns
Count of hold-fix buffers inserted at cts                                                          0
Area delta synth->final                                                                        19.8%
Met3 track demand over resource                                                               0.0261
====================================================================================================
## final cells by class
type | count | area (um^2)
clock buffers | 5 | 68.8
clock inverters | 3 | 23.8
fillers | 618 | 3990
inverters | 7 | 26.3
multi-input cells | 119 | 774
flip-flops and latches | 42 | 1210
well taps | 77 | 96.3
repair buffers | 20 | 195
## registers in the layout (all words and copies together) (netlist names)
register and flops:
r_byte 16, r_state 3, r_clk_count 16, r_flag 1, r_data_r 1, r_data 1
r_write_idx 4
## where the power goes
group	total [mW]	switching, mW	internal (mW)	leakage, nW
clock network	0.219	0.121	0.0978	0.0408
registers	0.371	0.000880	0.370	0.377
logic	0.00252	0.00135	0.00117	0.389
## layer usage
metal | vias up | share of wire | wire, um
met3 | 7 | 0.045 | 148
met2 | 27 | 0.44 | 1450
met1 | 626 | 0.50 | 1650
li1 | 674 | - | -
met4 | 0 | 0.016 | 54
met5 | - | 0 | 0
## cell families (layout without fill, tap and decap cells)
kind of cell             Yosys count  count (layout)  share of synthesized area
AND-OR/OR-AND                     41              41                      0.127
AND/OR/NAND/NOR                   55              55                      0.161
adder cells (fa/ha/maj)            6               6                     0.0375
flip-flops                        42              42                      0.606
other                              1               8                    0.00188
multiplexers                       4               4                     0.0225
buffers and inverters             10              35                     0.0225
XOR/XNOR                           5               5                     0.0219
## cells in the mapped netlist (all sizes together), types with 3 or more instances
cell type	n	area, um^2
a21boi	3	22.5
xnor2	3	26.3
mux2	4	45.0
o21ai	20	100
nor2b	3	18.8
ha	6	75.1
nand3	7	35.0
edfxtp	37	1110
nor2	18	67.6
a31oi	5	31.3
dfxtp	5	100
and3	4	25.0
o2bb2ai	6	52.6
nand2	3	11.3
inv	7	26.3
## critical path, stage by stage (launching register included)
cell and delay [ns]:
edfxtp_1 0.57, inv_1 0.17, ha_1 0.25, nor2b_1 0.18, a31oi_1 0.21, nor4_1 0.26
mux2_2 0.37
## worst max path at each step
stage	slack, ns	to
after CTS	2.83	r_byte[8]
after global routing	2.64	r_byte[8]
final	2.84	r_byte[8]
Power figures rest on the tool's default switching activity, not on a simulated workload.
