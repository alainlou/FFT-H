==> flow/design.v <==
module twiddle_lut 
  (
  input             [2:0] i_idx,
  output reg signed [7:0] o_factor_re,
  output reg signed [7:0] o_factor_im
  );
  always @(*)
  begin
    case (i_idx)
        3'b000: 
          begin
            o_factor_re <= 10;
            o_factor_im <= 0;
          end
        3'b001: 
          begin
            o_factor_re <= 7;
            o_factor_im <= -7;
          end
        3'b010:
          begin
            o_factor_re <= 0;
            o_factor_im <= -10;
          end
        3'b011:
          begin
            o_factor_re <= -7;
            o_factor_im <= -7;
          end
        3'b100: 
          begin
            o_factor_re <= -10;
            o_factor_im <= 0;
          end
        3'b101: 
          begin
            o_factor_re <= -7;
            o_factor_im <= 7;
          end
        3'b110:
          begin
            o_factor_re <= 0;
            o_factor_im <= 10;
          end
        3'b111:
          begin
            o_factor_re <= 7;
            o_factor_im <= 7;
          end
        default:
          begin
            o_factor_re <= 0;
            o_factor_im <= 0;
          end
    endcase
  end
endmodule
==> flow/run.sh <==
#!/bin/bash
# OpenROAD 26Q1-2900-gdf79404cd8, Yosys 0.63+post, stock flow scripts
make -C /OpenROAD-flow-scripts/flow DESIGN_CONFIG=/design/flow/config.mk WORK_HOME=/design/flow/orfs finish
==> flow/config.mk <==
export PLATFORM = sky130hd
export DESIGN_NAME = twiddle_lut
export DESIGN_NICKNAME = twiddle_lut
export VERILOG_FILES = /design/flow/design.v
export SDC_FILE = /design/flow/constraint.sdc
export NUM_CORES = 4
export LEC_CHECK = 1
export CORE_AREA = 10 10 70 70
export DIE_AREA = 0 0 80 80
==> flow/constraint.sdc <==
current_design twiddle_lut

set clk_period 1.2
set clk_io_pct 0.2

create_clock -name clk0 -period $clk_period

set non_clock_inputs [all_inputs -no_clocks]
set_input_delay [expr $clk_period * $clk_io_pct] -clock clk0 $non_clock_inputs
set_output_delay [expr $clk_period * $clk_io_pct] -clock clk0 [all_outputs]
==> summary.txt <==
Summary of the current implementation state.

- The flow ran to the end, but the final reports show violations.
- The checks that failed: negative setup slack.
- Counting pins that exceed their max-slew limit in the final report gives 0.
- After synthesis, flip-flops and latches occupy 0% of the total area.
- Cell internal power was estimated by the tool at about 0.11 mW.
- In this run, the combinational gates consume around 100% of the power.
- The overall die size recorded for this design is 0.00640 mm2.
- The number of OpenROAD warnings is 37, for reference.
- The origin of the worst setup path is i_idx[1], for reference.
- The worst hold path terminates at o_factor_re[1].
- The remaining design rule violation count is 0, for reference.
- A synthesized cell averages around 7.4 um2.
- The final timing report derives a shortest allowable period of approximately 1.3 ns.
- The met2 usage in global routing is ~4.1%, for reference.
- The area taken by flip-flops and latches is 0 um2, for reference.
- The cell depth of the worst hold path is 4, for reference.
- The final timing report lists a hold violation count of 0.
- The cell area after synthesis is around 210 um2, for reference.
- The count of vias placed by the detailed router is 258, for reference.
- The switching part of the total power is a little under two fifths, for reference.
- The post-synthesis to final-layout area growth is 178%, for reference.
- The flow reported a cell area power density of around 320 mW/mm2.
- The die is about 80 um wide.
- Summing all placed instances gives a cell area of 420 um2.
- For reference, the placement row count at floorplan is 21.
- The worst hold path startpoint is i_idx[1], for reference.
- The die is roughly 80 um tall.
- Data on the critical path arrives at its endpoint at 1.01 ns.
- met1 track demand over resource after global routing is 3.49%.
- The static leakage is roughly 0.27 nW, for reference.
- In the finished layout, the clock tree contains a buffer count of 0.
- The worst VDD IR drop from the latest analysis is 38.1 uV.
- The total global routing overflow is 0, for reference.
- The via count of the first global-routing pass is 271, for reference.
- The synth_stat.txt file lists the number of cells as 28.
- The global-route wire length before repair is about 1400 um, for reference.
- The portion of the clock cycle consumed by the worst path in the final layout is 104%, for reference.
- Measured against its own limit, the worst slew margin works out to around nine tenths.
- The detailed-routing iteration count for the pre-antenna-repair pass is 2, for reference.
- STA lists the maximum fanout along the critical path as 4.
- The antenna diode instance count is 0, for reference.
- Derived from the worst setup path, the maximum achievable clock frequency is 0.800 GHz.
- The post-route worst hold slack is about 0.84 ns, for reference.
- The critical path data required time is about 0.96 ns, for reference.
- The total number of sequential cells is 0, for reference.
- The reported net switching power is between 0.06 and 0.07 mW, for reference.
- For this block, the initial DRC count from the detailed router was 1.
- The final worst-path setup slack is -0.0501 ns, for reference.
- The initial antenna violation count is 0, for reference.
- The initial core utilization is around 6.0%, for reference.
- The critical path class is in -> out, for reference.
- The layout stage reports a final design area of between 500 and 600 um2.
- The fraction of final layout cells sized beyond drive strength 1 is between 70 and 80%, for reference.
- The distinct cell type count of the synthesized netlist is 9, for reference.
- According to the hold report, the worst path is of the in -> out type.
- The fraction of power consumed by the clock network is 0%, for reference.
- Per the GRT log, the top usage layer is met2.
- After detailed routing, the total wire length is slightly above 900 um.
- Max-cap violations in this run came to 0.
- The warning tally printed by Yosys for this design is 1.
- The part of the total power dissipated in sequential elements is 0%, for reference.
- The post-synthesis cell count is 28, for reference.
- The final timing report counts setup violations totalling 4.
- Setup repair after global routing could not meet its margin everywhere.
- During I/O placement, the number of pins put on the boundary was 19.
- Once detail routing completed, the nets flagged for antenna violations numbered 0.
- The met3 routing resource usage after global routing is less than 1%, for reference.
- Per the detail_route report, vias per standard cell equal about 2.7.
- Once layout is complete, the utilization of the core stands at between 10% and 20%.
- STA classifies the critical path startpoint as an input pin.
- The core region is roughly 0.0034 mm2.
- The final weighted congestion in routability-driven placement is ~0.67, for reference.
- The wire length per cell after detailed routing is between 9 and 10 um, for reference.
- The stat command in Yosys gives a chip area of around 210 um2.
- The transition time recorded at the tightest slew-check pin is roughly 0.15 ns.
- Entering global routing, the biggest net connects 6 pins.
- Per the placement log, port buffering inserted 19 buffers.
- The category of the worst setup path capture point is an output port, for reference.
- For this run, the total global-route usage over all layers was measured as 2.54%.
[cells by family after synthesis]
| kind of cell | Yosys count | synth area share [%] |
|---|---|---|
| mux | 3 | 17.0 |
| compound gates | 4 | 9.70 |
| fa+ha+maj | 4 | 24.2 |
| buf+inv | 13 | 41.8 |
| simple gates | 4 | 7.27 |
[how the worst max path moves through the flow]
stage	to	slack (ns)	cells past startpoint
after CTS	o_factor_re[7]	-0.05	5
final	o_factor_re[7]	-0.05	5
after global routing	o_factor_re[5]	-0.07	5
[cell usage after synthesis]
cell type | count | share of area, %
sky130_fd_sc_hd__buf_6 | 1 | 5.5
sky130_fd_sc_hd__nor2_1 | 1 | 1.8
sky130_fd_sc_hd__o21ai_0 | 4 | 9.7
sky130_fd_sc_hd__nand2_1 | 3 | 5.5
sky130_fd_sc_hd__mux2i_1 | 2 | 9.7
sky130_fd_sc_hd__ha_1 | 4 | 24
sky130_fd_sc_hd__inv_1 | 4 | 7.3
sky130_fd_sc_hd__buf_4 | 8 | 29
sky130_fd_sc_hd__mux2_4 | 1 | 7.3
[final cells by class]
class	count	area [um2]
multi-input combinational	15	198
tap	46	57.6
fill	376	2840
timing repair buffer	32	298
inverter	4	20.0
[worst max-delay path: stages]
cell and delay [ns]:
sky130_fd_sc_hd__buf_8 0.10, sky130_fd_sc_hd__buf_6 0.12, sky130_fd_sc_hd__ha_4 0.14, sky130_fd_sc_hd__mux2_4 0.29
sky130_fd_sc_hd__buf_2 0.12
[cells in the final DEF, fill, tap and decap left out]
master | netlist | layout
sky130_fd_sc_hd__dlygate4sd2_1 | 0 | 7
sky130_fd_sc_hd__buf_6 | 1 | 13
sky130_fd_sc_hd__o21ai_2 | 0 | 2
sky130_fd_sc_hd__inv_4 | 0 | 2
sky130_fd_sc_hd__buf_2 | 0 | 6
sky130_fd_sc_hd__ha_4 | 0 | 4
sky130_fd_sc_hd__nand2_2 | 0 | 2
sky130_fd_sc_hd__nor2_4 | 0 | 1
sky130_fd_sc_hd__clkbuf_2 | 0 | 1
sky130_fd_sc_hd__buf_4 | 8 | 2
sky130_fd_sc_hd__buf_8 | 0 | 2
sky130_fd_sc_hd__mux2_4 | 1 | 1
sky130_fd_sc_hd__inv_1 | 4 | 1
sky130_fd_sc_hd__inv_2 | 0 | 1
sky130_fd_sc_hd__clkdlybuf4s15_1 | 0 | 1
sky130_fd_sc_hd__mux2i_1 | 2 | 2
sky130_fd_sc_hd__nand2_4 | 0 | 1
sky130_fd_sc_hd__o21ai_1 | 0 | 2
[metal layers]
metal / vias up / wire length, um / part of all wire, %
li1: 126 / - / -
met1: 117 / 403 / 44
met2: 15 / 398 / 44
met3: 0 / 110 / 12
met4: 0 / 0 / 0
met5: - / 0 / 0
[power groups by stage]
stage / Clock (mW) / Combinational [mW] / Sequential, mW
after global routing: 0 / 0.200 / 0
final: 0 / 0.181 / 0
after CTS: 0 / 0.167 / 0
[what timing repair did]
action	CTS	global route
gates cloned	0	0
pin swaps	4	3
resized	75	11
setup endpoints to repair	16	12
hold buffers	0	0
buffers inserted	8	1
hold endpoints to repair	0	0
[per-stage QoR]
| step | total power [mW] | instances | TNS [ns] | setup WS, ns |
|---|---|---|---|---|
| 6_report | 0.181 | 97 | -0.194 | -0.0501 |
| 5_1_grt | 0.200 | 97 | -0.337 | -0.0719 |
| 4_1_cts | 0.167 | 97 | -0.217 | -0.0518 |
| 3_5_place_dp | 0.138 | 89 | -11.01 | -0.777 |
| 3_3_place_gp | 0.138 | 89 | -10.94 | -0.784 |
| 2_1_floorplan | 0.0531 | 28 | 0 | 0.162 |
Power figures rest on the tool's default switching activity, not on a simulated workload.
